<file path="flow/config.mk">
export PLATFORM = sky130hd
export DESIGN_NAME = Bit_Stuff
export DESIGN_NICKNAME = Bit_Stuff
export VERILOG_FILES = /design/flow/design.v
export SDC_FILE = /design/flow/constraint.sdc
export NUM_CORES = 4
export LEC_CHECK = 1
export CORE_UTILIZATION = 40
</file>
<file path="flow/constraint.sdc">
current_design Bit_Stuff

set clk_period 4.1
set clk_io_pct 0.2

create_clock -name clk0 -period $clk_period [get_ports {Bit_Stuff_Clk}]

set non_clock_inputs [all_inputs -no_clocks]
set_input_delay [expr $clk_period * $clk_io_pct] -clock clk0 $non_clock_inputs
set_output_delay [expr $clk_period * $clk_io_pct] -clock clk0 [all_outputs]
</file>
<file path="flow/design.v">
`timescale 1ns/1ns
module Bit_Stuff(output reg Bit_Stuff_Data_Out,output reg Bit_Stuff_Flag,input Bit_Stuff_Data_In,input Bit_Stuff_Clk);
integer Bit_Stuff_Counter=0;
initial
Bit_Stuff_Flag =0;
always @(posedge Bit_Stuff_Clk)
begin
    if(Bit_Stuff_Flag==0)
    begin
     if(Bit_Stuff_Data_In==1'b1)
       begin
         Bit_Stuff_Counter<=Bit_Stuff_Counter+1;
          if(Bit_Stuff_Counter == 5)
          begin
            Bit_Stuff_Flag =1'b1;
            end
          else
          Bit_Stuff_Data_Out<=Bit_Stuff_Data_In;
       end
         else
      begin
          Bit_Stuff_Counter <=0;
          Bit_Stuff_Data_Out <= Bit_Stuff_Data_In;
     end
end
else
begin
Bit_Stuff_Data_Out =1'b0;
Bit_Stuff_Flag=0;
end
end
endmodule
</file>
<file path="flow/run.sh">
#!/bin/bash
# OpenROAD 26Q1-2900-gdf79404cd8, Yosys 0.63+post, stock flow scripts
make -C /OpenROAD-flow-scripts/flow DESIGN_CONFIG=/design/flow/config.mk WORK_HOME=/design/flow/orfs finish
</file>
==> qor.csv <==
stage,metric,value,unit
yosys,Max-area cell share,49.8,%
timing,Max Clock Freq,415,MHz
floorplan,Top-Level Pins,4,
global_route,number of global-route vias before repair,1367,
clocking,total clock buffers created by CTS,5,
setup_path,CP max stage delay,0.73,ns
yosys,summed standard-cell area reported by yosys,1930,um2
floorplan,core region area,4500,um2
timing,unrepaired setup endpoints after global routing,false,
drt,Antenna diodes,0,
setup_path,Worst Path Required,4.24,ns
yosys,post-synthesis sequential element count,34,
global_route,wire length of the first global-routing pass,6160,um
setup_path,category of the critical setup timing path,flop to flop,
floorplan,Chip Width,71.5,um
setup_path,capturing element of the worst setup path,Bit_Stuff_Counter[29]$_SDFFCE_PN0N_,
global_route,global route overflow,0,
timing,final worst slack,1.69,ns
placed_design,minimum setup slack after placement,1.72,ns
drt,average wire per cell in the routed design,15.0,um
power_and_ir_drop,largest vdd supply drop,0.000153,V
setup_path,R2R Path End,Bit_Stuff_Counter[29]$_SDFFCE_PN0N_,
power_and_ir_drop,clock network fraction of total power,32.8,%
setup_path,worst-path cell chain,and4_1 -> nand4_1 -> or4_1 -> a21oi_1,
drt,wire length on met1,1770,um
global_route,pin count of the biggest net entering global routing,33,
yosys,tally of unique sky130hd cells used after synthesis,29,
power_and_ir_drop,switching fraction of total power,23.7,%
yosys,leading area contributor after synthesis,edfxtp_1,
setup_path,maximum fanout along the worst path,20,
setup_path,Top delay family on crit path,simple AND/OR/NAND/NOR gates,
worst_hold_path,class of the tightest hold or removal check,flop to flop,
floorplan,count of standard-cell rows,24,
setup_path,slowest library cell on the worst path,or4_1,
global_route,global-route total usage across every layer,15.7,%
placed_design,Cells after DPL,238,
placed_design,Placement Cell Area,1990,um2
clocking,number of hold-repair buffers added at the cts stage,0,
layout,"Design Area, Final",2070,um2
clocking,H-tree depth,2,
run,total tool warning count,26,
yosys,Top cells by area,"edfxtp_1, a21oi_1, o31ai_1",
clocking,clock-pin slew on the worst setup and hold paths,0.07,ns
yosys,number of warning messages in the yosys log,1,
clocking,number of buffers inserted by post-CTS setup repair,0,
drt,detailed route wirelength on metal2,1580,um
yosys,cell area after synthesis,1930,um2
floorplan,die outline height,71.5,um
placed_design,count of input and output buffers,3,
drt,DR WL met3,249,um
power_and_ir_drop,Power per Cell Area,341,nW/um2
setup_path,Critical Path Sink Type,flop,
layout,number of cells in the finished layout apart from fillers,246,
drt,highest layer used for signal routing,met4,
timing,number of pins exceeding their max-slew limit in the final report,0,
placed_design,final weighted congestion of routability-driven global placement,0.832,
global_route,antenna violations before repair,0,
power_and_ir_drop,cell-internal power,539,uW
layout,fraction of layout instances using a drive strength above 1,4.64,%
timing,Setup-failing EPs final,0,
yosys,sequential element share of the synthesized area,51.8,%
drt,DR DRC count,0,
timing,Final Critical Period,2.41,ns
drt,Vias,1504,
yosys,synthesized area per cell,10.1,um2
timing,worst-case clock skew,0.00856,ns
drt,first-pass detailed-route iteration total,4,
yosys,number of cells in the yosys synthesis report,192,
yosys,synthesized instance count,192,
clocking,TritonCTS clock tree,yes,
clocking,sinks on the clock net,34,
power_and_ir_drop,part of the total power dissipated in sequential elements,59.9,%
timing,transition time at the pin with the least slew margin,0.778,ns
layout,Top cell excl fill/tap,edfxtp_1,
timing,number of hold-slack violations in the final timing report,0,
clocking,cell chosen for the clock root,clkbuf_8,
setup_path,worst reg-to-reg setup slack,1.69,ns
setup_path,R2R depth,4,
timing,TNS Setup,0,ns
floorplan,Chip Footprint,5110,um2
setup_path,number of logic stages on the critical path including buffering,4,
run,max-cap violation count,0,
power_and_ir_drop,Leakage Power,0.652,nW
drt,post-DR vias/cell,6.11,
power_and_ir_drop,share of total power in combinational logic,7.3,%
drt,Routed Antenna Nets,0,
setup_path,worst path arrival time,2.55,ns
clocking,number of gates resized after CTS,0,
power_and_ir_drop,net switching power,167,uW
floorplan,floorplan utilization,42.9,%
setup_path,start point of the critical path,Bit_Stuff_Counter[4]$_SDFFCE_PN0N_,
timing,period utilization,58.7,%
layout,Top cells excl fill/tap,"edfxtp_1, a21oi_1, nand2_1",
layout,synthesis-to-finish area growth,7.26,%
setup_path,sort of element at the start of the critical path,flop,
clocking,clock latency on the worst-skew pair,0.28,ns
drt,number of DRC markers in iteration 0,138,
timing,tightest slew margin relative to the limit,48.0,%
clocking,worst-case clock buffer depth,2,
placed_design,HPWL after DPL,2380,um
drt,final wirelength,3690,um
status,result of the run,finished clean,
setup_path,CP Buf/Inv Count,0,
setup_path,startpoint of the lowest-slack register-to-register path,Bit_Stuff_Counter[4]$_SDFFCE_PN0N_,
sequential cells by signal (all words and copies together) (netlist names):
register and flops:
Bit_Stuff_Flag 1, Bit_Stuff_Data_Out 1, Bit_Stuff_Counter 32
cell families (layout without fill, tap and decap cells):
kind of cell | count (synthesis) | after routing | share of synthesized area [%]
and+or+nand+nor | 89 | 89 | 26.0
AOI/OAI and AO/OA | 38 | 38 | 11.8
DFF | 34 | 34 | 51.8
buffers and inverters | 18 | 20 | 4.02
xor gates and xnor gates | 10 | 10 | 4.54
adders and majority gates | 2 | 2 | 1.30
muxes | 1 | 1 | 0.518
final cells by class:
| class | count | area [um2] |
|---|---|---|
| Fill cell | 421 | 2430 |
| Multi-Input combinational cell | 140 | 852 |
| Clock inverter | 2 | 8.76 |
| Inverter | 7 | 26.3 |
| Tap cell | 52 | 65.1 |
| Clock buffer | 6 | 72.6 |
| Sequential cell | 34 | 1000 |
| Timing Repair Buffer | 5 | 45.0 |
metal layers:
layer | vias up | GRT usage, %
li1 | 750 | -
met1 | 704 | 24.4
met2 | 40 | 23.2
met3 | 10 | 5.14
met4 | 0 | 3.05
met5 | - | 0
worst reg2reg max path: cells and delay by family (launching register included):
family	cells	cell delay, ns
simple gates	3	1.62
flops	1	0.50
compound gates	1	0.15
power groups by stage:
stage         clock [mW]  sequential, mW  combinational [mW]
CTS                0.241           0.423              0.0516
finish             0.231           0.423              0.0515
global route       0.254           0.426              0.0595
stage by stage:
stage	utilization, %	total power [mW]	hold WS [ns]
2_1_floorplan	-	0.461	0.417
3_3_place_gp	44.2	0.481	0.449
3_5_place_dp	44.2	0.482	0.471
4_1_cts	46.0	0.715	0.481
5_1_grt	46.0	0.740	0.489
6_report	46.0	0.706	0.473
worst min path at each step:
stage | cells after the start | end | startpoint
finish | 1 | Bit_Stuff_Flag$_SDFF_PP0_ | Bit_Stuff_Flag$_SDFF_PP0_
global route | 1 | Bit_Stuff_Flag$_SDFF_PP0_ | Bit_Stuff_Flag$_SDFF_PP0_
CTS | 1 | Bit_Stuff_Flag$_SDFF_PP0_ | Bit_Stuff_Flag$_SDFF_PP0_
synthesized netlist by cell type (all sizes together):
cell type	instances
edfxtp	32
a21oi	17
nand2	14
nor2	13
nand3	10
nor4	10
or3	10
or4	10
nand4	9
o31ai	9
clkbuf	8
o21ai	8
inv	7
xnor2	5
xor2	5
and4	4
buf	3
nand2b	3
nor3	3
dfxtp	2
ha	2
o311ai	2
o41ai	2
and2	1
and3	1
mux2i	1
nor4b	1
No activity file was given, so power comes from the tool's default toggle rates.
