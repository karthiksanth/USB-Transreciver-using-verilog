**flow/design.v**
```verilog
module Bit_Unstuffer(Bit_Unstuffer_Data_Out,Bit_Unstuffer_Flag,Bit_Unstuffer_Data_In,Bit_Unstuffer_Clk);
output reg Bit_Unstuffer_Data_Out,Bit_Unstuffer_Flag;
input Bit_Unstuffer_Data_In,Bit_Unstuffer_Clk;
reg [2:0] Bit_Unstuffer_Counter;
integer Flag=0;
initial
begin
Bit_Unstuffer_Flag =0;
Bit_Unstuffer_Counter=0;
end
always @(posedge Bit_Unstuffer_Clk)
begin
    if(Flag==0)
    begin
     if(Bit_Unstuffer_Data_In==1'b1)
       begin
        Bit_Unstuffer_Flag =1'b0;
         Bit_Unstuffer_Counter = Bit_Unstuffer_Counter+1;
          if(Bit_Unstuffer_Counter == 6)
          begin
            Flag =1'b1;
          end
          else
          Bit_Unstuffer_Data_Out=Bit_Unstuffer_Data_In;
       end
         else
      begin
          Bit_Unstuffer_Counter =0;
          Bit_Unstuffer_Data_Out = Bit_Unstuffer_Data_In;
     end
    end
      else
          begin
            Bit_Unstuffer_Flag =1'b1;
          Bit_Unstuffer_Data_Out =1'bz;
          Flag=0;
          Bit_Unstuffer_Counter =0;
          end
end
endmodule
```
**flow/run.sh**
```bash
#!/bin/bash
# OpenROAD 26Q1-2900-gdf79404cd8, Yosys 0.63+post, stock flow scripts
make -C /OpenROAD-flow-scripts/flow DESIGN_CONFIG=/design/flow/config.mk WORK_HOME=/design/flow/orfs finish
```
**flow/config.mk**
```make
export PLATFORM = sky130hd
export DESIGN_NAME = Bit_Unstuffer
export DESIGN_NICKNAME = Bit_Unstuffer
export VERILOG_FILES = /design/flow/design.v
export SDC_FILE = /design/flow/constraint.sdc
export NUM_CORES = 4
export LEC_CHECK = 1
export CORE_AREA = 10 10 70 70
export DIE_AREA = 0 0 80 80
```
**flow/constraint.sdc**
```tcl
current_design Bit_Unstuffer

set clk_period 1.0
set clk_io_pct 0.2

create_clock -name clk0 -period $clk_period [get_ports {Bit_Unstuffer_Clk}]

set non_clock_inputs [all_inputs -no_clocks]
set_input_delay [expr $clk_period * $clk_io_pct] -clock clk0 $non_clock_inputs
set_output_delay [expr $clk_period * $clk_io_pct] -clock clk0 [all_outputs]
```
==> reports/metrics.cfg <==
[run_status]
status=finished with violations
failed_checks=negative setup slack

[setup_path]
path_cells=ha_2 -> xor2_2 -> nand2_1
crit_slowest_cell=dfxtp_2
rrSetupSlack_ns=-0.03
worst_setup_path_end_kind=register
reg2reg_depth=3
critPathKind=register to register
cp-start-kind=register
max_stage_delay_ns=0.32
critPathArrivalTime_ns=0.99
cp_max_fo=3
cp.required_ns=0.97

[global_routing]
grt_use_total_pct=1.12
grt_pass1_vias=144
antenna_found_initial=0
grt_pass1_wl_um=558
grt_max_degree=5
overflow=0

[synth]
syn_area_um2=218
syn_inst=19
ys_area_um2=218
numSynthFlops=6
top_cell_area_share_pct=46.0
synthDistinctLibCells=12
avgSynthCellArea_um2=11.5
ys_seq_share_pct=59.8
synth_warnings=2
ys_cells=19
yosys.area.top_type=dfxtp_1
ys_top_cells_by_area=dfxtp_1 (46%), edfxtp_1 (14%), ha_1 (11%), and3b_1 (4.0%), xor2_1 (4.0%)

[run]
max_cap_violations=0
tool_warnings=28

[die]
num_rows=21
io_pins=4
fp-utilization_pct=6.37
chipArea_um2=6400
coreArea_um2=3420
chipWidth_um=80
die_h_um=80

[clock_network]
clock-root-buffer=clkbuf_4
clock_sinks=6
clk_pin_slew_ns=0.05
cts_tree=yes
post_cts_buffers=0
numCtsBuffers=3
clockBufferDepth=2
h-tree-depth=1
holdBufCountCts=0
clk_latency_ns=0.25

[cells_and_area]
drive_gt1_share_pct=40.7
final-comb-area_um2=92.6
area_growth_pct=60.9
flop_area_um2=134
fill_cells=401
finish.utilization_pct=10.3

[place]
port_buffers=3
dp_hpwl_um=270
gp_congestion=0.593

[timing]
slew_violations=0
min_period_ns=1.03
worst_slew_pin_slew_ns=0.159
slew_headroom_pct=89.4
fin_hold_ws_ns=0.423
fin_skew_ns=0.00940
period_used_pct=103
finalSetupViolCount=1
fin_ws_ns=-0.0254
timing.fmax_mhz=975
hold_viol=0
grt_setup_unrepaired=true

[power]
p_per_area_nw_per_um2=1610
total_power_w=0.000562
vdd_drop_max_v=0.000344
leakage_nw=0.144

[worst_hold_path]
min_path_cells=1
hp-class=register to register

[routing]
vias=144
firstDrtPassIters=2
wl_um=363
drtIter0Drc=8
antenna_cells=0
routed_via_density=1.97
drtAntennaViolNets=0
drc=0
wl_per_cell_um=4.97

==> critical path, delay by kind of cell (launching register included) <==
| kind | cells | cell delay (ns) |
|---|---|---|
| fa+ha+maj | 1 | 0.18 |
| flops | 1 | 0.32 |
| simple gates | 1 | 0.07 |
| xor+xnor | 1 | 0.18 |
==> report_power, final <==
group	internal (W)	switching, W	total [W]
clock	0.000151	0.0000890	0.000240
sequential	0.000266	0.00000984	0.000276
combinational	0.0000272	0.0000195	0.0000467
==> layout make-up <==
type,count,share of cell area (%)
tap,46,16.4
inverter,2,2.14
clock buffer,4,7.50
multi-input combinational,11,26.4
timing repair buffer,4,9.29
sequential,6,38.2
==> logic make-up (layout without fill, tap and decap cells) <==
group	count (synthesis)	count (layout)	synth area share (%)
xor gates and xnor gates	1	1	4.02
DFF	6	6	59.8
and+or+nand+nor	7	7	17.8
buffers and inverters	2	10	3.45
AOI/OAI and AO/OA	1	1	3.45
adders and majority gates	2	2	11.5
==> flip-flops by register name (all words and copies together) (netlist names) <==
name and count:
Flag 1, Bit_Unstuffer_Flag 1, Bit_Unstuffer_Counter 3, Bit_Unstuffer_Data_Out 1
==> cell usage after synthesis <==
master / count
dfxtp_1: 5
ha_1: 2
inv_1: 2
nor2_1: 2
a21o_1: 1
and2_1: 1
and3b_1: 1
edfxtp_1: 1
nand2_1: 1
nand2b_1: 1
nor2b_1: 1
xor2_1: 1
==> metal layers <==
metal,routed length [um],vias to the layer above,GRT usage (%)
met3,29,2,1.02
met4,19,0,0.528
met5,0,-,0
li1,-,73,-
met1,146,64,1.01
met2,168,5,1.69
==> layout by cell type, fill, tap and decap left out <==
cell type        count
dfxtp_2              3
clkbuf_4             3
dfxtp_1              2
inv_1                2
nor2_1               2
ha_2                 2
edfxtp_1             1
xor2_2               1
and3b_1              1
nand2_1              1
a21o_1               1
and2_1               1
nand2b_1             1
nor2b_1              1
clkbuf_1             1
clkdlybuf4s50_1      1
clkbuf_2             1
clkdlybuf4s15_1      1
buf_4                1
==> path summary, 6_finish.rpt <==
kind | endpoint | start
setup reg to reg | Bit_Unstuffer_Data_Out | Bit_Unstuffer_Counter[0]
hold reg to reg | Bit_Unstuffer_Counter[0] | Bit_Unstuffer_Counter[0]
setup / recovery | Bit_Unstuffer_Data_Out | Bit_Unstuffer_Counter[0]
hold / removal | Bit_Unstuffer_Counter[0] | Bit_Unstuffer_Counter[0]
==> through the flow <==
stage	area, um2	setup TNS [ns]	std cells	setup slack (ns)
3_3_place_gp	317	-0.388	69	-0.157
2_1_floorplan	221	0	19	0.000977
5_1_grt	350	-0.0736	73	-0.0736
6_report	350	-0.0254	73	-0.0254
3_5_place_dp	317	-0.548	69	-0.173
4_1_cts	352	-0.0409	73	-0.0255
==> what timing repair did <==
item | CTS | global route
endpoints found under the hold margin | 0 | 0
endpoints found under the setup margin | 3 | 3
resized | 6 | 3
pin swaps | 1 | 0
